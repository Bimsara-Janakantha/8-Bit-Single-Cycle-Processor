--- flow/config.mk ---
export PLATFORM = sky130hd
export DESIGN_NAME = mul
export DESIGN_NICKNAME = mul
export VERILOG_FILES = /design/flow/design.v
export SDC_FILE = /design/flow/constraint.sdc
export NUM_CORES = 4
export LEC_CHECK = 1
export CORE_AREA = 10 10 88 88
export DIE_AREA = 0 0 98 98
--- flow/constraint.sdc ---
current_design mul

set clk_period 7.1
set clk_io_pct 0.2

create_clock -name clk0 -period $clk_period

set non_clock_inputs [all_inputs -no_clocks]
set_input_delay [expr $clk_period * $clk_io_pct] -clock clk0 $non_clock_inputs
set_output_delay [expr $clk_period * $clk_io_pct] -clock clk0 [all_outputs]
--- flow/design.v ---
module fullAdder(Ain,Bin, Cin, Sum, Cout);
    input Ain,Bin,Cin;
    output Sum, Cout;
    assign Sum = Ain^Bin^Cin;
    assign Cout = (Ain&Bin) | (Ain&Cin) | (Bin&Cin);
endmodule
module adder_8bit(Ain,Bin,Cin,Sum,Cout);
    input [7:0] Ain, Bin;
    input Cin;       
    output [7:0] Sum;
    output Cout;     
    wire [7:0] carry;
    fullAdder FA_0(Ain[0],Bin[0],   Cin    , Sum[0], carry[0]);
    fullAdder FA_1(Ain[1],Bin[1], carry[0] , Sum[1], carry[1]);
    fullAdder FA_2(Ain[2],Bin[2], carry[1] , Sum[2], carry[2]);
    fullAdder FA_3(Ain[3],Bin[3], carry[2] , Sum[3], carry[3]);
    fullAdder FA_4(Ain[4],Bin[4], carry[3] , Sum[4], carry[4]);
    fullAdder FA_5(Ain[5],Bin[5], carry[4] , Sum[5], carry[5]);
    fullAdder FA_6(Ain[6],Bin[6], carry[5] , Sum[6], carry[6]);
    fullAdder FA_7(Ain[7],Bin[7], carry[6] , Sum[7], carry[7]);
    assign Cout = carry[7];
endmodule
module mul(DATA1, DATA2, RESULT);
    input [7:0] DATA1, DATA2;
    output reg [7:0] RESULT;
    reg [7:0] partialProduct_0, partialProduct_1, partialProduct_2, partialProduct_3;
    reg [7:0] partialProduct_4, partialProduct_5, partialProduct_6, partialProduct_7;
    wire [7:0] carry;
    wire [7:0] sum_0, sum_1, sum_2, sum_3, sum_4, sum_5, sum_6;
    adder_8bit addUnit_0( partialProduct_0 , partialProduct_1 , 1'b0 , sum_0 , carry[0]);
    adder_8bit addUnit_1( {carry[0], sum_0[7:1]} , partialProduct_2 , 1'b0 , sum_1 , carry[1]);
    adder_8bit addUnit_2( {carry[1], sum_1[7:1]} , partialProduct_3 , 1'b0 , sum_2 , carry[2]);
    adder_8bit addUnit_3( {carry[2], sum_2[7:1]} , partialProduct_4 , 1'b0 , sum_3 , carry[3]);
    adder_8bit addUnit_4( {carry[3], sum_3[7:1]} , partialProduct_5 , 1'b0 , sum_4 , carry[4]);
    adder_8bit addUnit_5( {carry[4], sum_4[7:1]} , partialProduct_6 , 1'b0 , sum_5 , carry[5]);
    adder_8bit addUnit_6( {carry[5], sum_5[7:1]} , partialProduct_7 , 1'b0 , sum_6 , carry[6]);
    always@(*) begin
        partialProduct_0 = {1'b0, DATA1[7] & DATA2[0], DATA1[6] & DATA2[0], DATA1[5] & DATA2[0], DATA1[4] & DATA2[0], DATA1[3] & DATA2[0], DATA1[2] & DATA2[0], DATA1[1] & DATA2[0]};
        partialProduct_1 = {DATA1[7] & DATA2[1], DATA1[6] & DATA2[1], DATA1[5] & DATA2[1], DATA1[4] & DATA2[1], DATA1[3] & DATA2[1], DATA1[2] & DATA2[1], DATA1[1] & DATA2[1], DATA1[0] & DATA2[1]};
        partialProduct_2 = {DATA1[7] & DATA2[2], DATA1[6] & DATA2[2], DATA1[5] & DATA2[1], DATA1[4] & DATA2[2], DATA1[3] & DATA2[2], DATA1[2] & DATA2[2], DATA1[1] & DATA2[2], DATA1[0] & DATA2[2]};
        partialProduct_3 = {DATA1[7] & DATA2[3], DATA1[6] & DATA2[3], DATA1[5] & DATA2[1], DATA1[4] & DATA2[3], DATA1[3] & DATA2[3], DATA1[2] & DATA2[3], DATA1[1] & DATA2[3], DATA1[0] & DATA2[3]};
        partialProduct_4 = {DATA1[7] & DATA2[4], DATA1[6] & DATA2[4], DATA1[5] & DATA2[1], DATA1[4] & DATA2[4], DATA1[3] & DATA2[4], DATA1[2] & DATA2[4], DATA1[1] & DATA2[4], DATA1[0] & DATA2[4]};
        partialProduct_5 = {DATA1[7] & DATA2[5], DATA1[6] & DATA2[5], DATA1[5] & DATA2[1], DATA1[4] & DATA2[5], DATA1[3] & DATA2[5], DATA1[2] & DATA2[5], DATA1[1] & DATA2[5], DATA1[0] & DATA2[5]};
        partialProduct_6 = {DATA1[7] & DATA2[6], DATA1[6] & DATA2[6], DATA1[5] & DATA2[1], DATA1[4] & DATA2[6], DATA1[3] & DATA2[6], DATA1[2] & DATA2[6], DATA1[1] & DATA2[6], DATA1[0] & DATA2[6]};
        partialProduct_7 = {DATA1[7] & DATA2[7], DATA1[6] & DATA2[7], DATA1[5] & DATA2[1], DATA1[4] & DATA2[7], DATA1[3] & DATA2[7], DATA1[2] & DATA2[7], DATA1[1] & DATA2[7], DATA1[0] & DATA2[7]};
        RESULT[0] =  DATA1[0] & DATA2[0];
        RESULT[1] =  sum_0[0];
        RESULT[2] =  sum_1[0];
        RESULT[3] =  sum_2[0];
        RESULT[4] =  sum_3[0];
        RESULT[5] =  sum_4[0];
        RESULT[6] =  sum_5[0];
        RESULT[7] =  sum_6[0];
    end
endmodule
--- flow/run.sh ---
#!/bin/bash
# OpenROAD 26Q1-2900-gdf79404cd8, Yosys 0.63+post, stock flow scripts
make -C /OpenROAD-flow-scripts/flow DESIGN_CONFIG=/design/flow/config.mk WORK_HOME=/design/flow/orfs finish
==> flow_summary.ini <==
; physical design summary
[die]
die_x_um = 98
die_y_um = 98
fp_util_pct = 13.7
row_count = 28
pin_count = 24
dieArea_mm2 = 0.00960
core_mm2 = 0.00592

[pwr]
p_sw_w = 0.0000813
clockPowerShare_pct = 0
peakVddDrop_uv = 52.2
p_comb_share_pct = 100.0
p_leak_nw = 0.554
cellInternalPower_w = 0.000132
power_density_mw_per_mm2 = 167
seq_power_share_pct = 0
switching_share_pct = 38.1

[final_timing]
rsz0062_at_grt = true
fin_crit_sh_pct = 114
worstMarginPinSlew_ns = 0.233
fmax_ghz = 0.123
final_max_slew_viol_count = 0
final.setup.worst_slack_ns = -1.02
period_needed_ns = 8.12
tns_ns = -1.40
setup_viol = 2
hold_viol = 0
relSlewSlack_pct = 84.4

[worst_hold_path]
min_path_type = input port to output pin

[detailed_routing]
drt_first_iter_violations = 5
insertedDiodeCount = 0
totalWireLength_um = 1790
drtPass1Iterations = 2
num_vias = 618
drtAntennaViolNets = 0
wl_per_cell_um = 9.24
via_per_inst = 3.19
drc_errors = 0

[finish]
area_delta_synth_final_pct = 57.8
final_cells = 194
seq_area_um2 = 0
lay_top_cells = clkdlybuf4s50_1, and2_1, inv_2
design_area_mm2 = 0.00128
logic_area_um2 = 795
lay_top_count = clkdlybuf4s50_1
seq_cells = 0
clkbuf_count = 0
final_core_util_pct = 21.6
fillCellCount = 624
layout-drive-gt1-share_pct = 47.9

[critical_path]
worstPathMaxFanout = 3
critPathTopFamily = adder cells
cpMostUsedCell = inv_2
cp-start-kind = input port
slowest_stage = fa_2
cp_num_buf_inv = 10
arrival_ns = 6.70
cp_data_required_time_ns = 5.68
cp-end-kind = output pin
worst_path_largest_cell_delay_ns = 0.56
worst-setup-path-type = input port to output pin

[logic_synthesis]
synth_cell_types = 12
ys_seq_share_pct = 0
yosys_area_um2 = 810
syn_inst = 90
ys_cells = 90
synth.avg_cell_area_um2 = 8.99
yosys_warnings = 1
syn_area_um2 = 810

[placed_design]
dp.cells = 192
place_congestion = 0.716
port_buffers = 24
dpl.hpwl_um = 1700
dpl_cell_area_mm2 = 0.00122

[grt]
grt_pass1_wl_um = 3220
antenna_found_initial = 0
grt_overflow_total = 0
track_usage_pct = 3.91
grt_pass1_vias = 706
grt_max_degree = 8

[flow_run]
maxCapViolCount = 0
openroad.warnings = 35

[run_status]
status = finished, violations left
violations = negative setup slack
[routing by layer]
metal | global-route usage [%] | vias to the layer above | wire length (µm)
li1 | - | 314 | -
met1 | 4.14 | 297 | 669
met2 | 8.02 | 7 | 1030
met3 | 0.782 | 0 | 90
met4 | 0 | 0 | 0
met5 | 0 | - | 0
[logic make-up after synthesis]
| kind of cell | Yosys count | synth area share [%] |
|---|---|---|
| adder cells (fa/ha/maj) | 21 | 46.4 |
| XOR/XNOR | 12 | 15.6 |
| buffers and inverters | 22 | 13.4 |
| AND/OR/NAND/NOR | 35 | 24.6 |
[per-stage QoR]
stage	power (W)	setup WS [ns]	hold WS, ns
final	0.000213	-1.02	3.41
after global routing	0.000245	-1.24	3.45
after CTS	0.000195	-1.13	3.42
after detailed placement	0.000207	-1.93	3.92
after global placement	0.000207	-1.90	3.93
after floorplan	0.000155	-0.934	2.93
[final timing paths]
check	from	to	slack, ns	cells past startpoint
max	DATA1[1]	RESULT[7]	-1.02	26
min	DATA1[0]	RESULT[6]	3.41	5
[power by group through the flow]
stage	Clock (W)	Sequential (W)	Combinational [W]
after CTS	0	0	0.000195
after global routing	0	0	0.000245
final	0	0	0.000213
[cell usage after synthesis]
library cell	instances	area [µm²]
and2_1	16	100
and2_2	6	45.0
buf_4	7	52.6
fa_1	15	300
ha_1	6	75.1
inv_1	15	56.3
nand2_1	11	41.3
nand2_2	2	12.5
xnor2_1	7	61.3
xnor2_2	1	16.3
xnor3_1	1	22.5
xor2_1	3	26.3
[area by class of cell]
cell class	count	area share (%)
multi-input cells	68	62.2
repair buffers	36	26.1
well taps	75	7.35
inverters	15	4.41
[what timing repair did]
item / 4_1_cts / 5_1_grt
gates cloned: 0 / 0
buffers inserted: 1 / 1
hold buffers: 0 / 0
pin swaps: 19 / 4
endpoints found under the setup margin: 3 / 3
resized: 34 / 8
No activity file was given, so power comes from the tool's default toggle rates.
