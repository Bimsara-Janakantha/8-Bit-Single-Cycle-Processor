==> design/flow/design.v <==
module mux4(IN1, IN2, IN3, IN4, SELECT, OUT);
    input[7:0] IN1, IN2, IN3, IN4;
    input[1:0] SELECT;
    output reg[7:0] OUT;
    always @ (IN1, IN2, IN3, IN4, SELECT)
    begin
      if(SELECT == 0) begin
        OUT = IN1;
      end
      else if(SELECT == 1) begin
        OUT = IN2;
      end
      else if(SELECT == 2) begin
        OUT = IN3;
      end
      else if(SELECT == 3) begin
        OUT = IN4;
      end
    end
endmodule
==> design/flow/run.sh <==
#!/bin/bash
# OpenROAD 26Q1-2900-gdf79404cd8, Yosys 0.63+post, stock flow scripts
make -C /OpenROAD-flow-scripts/flow DESIGN_CONFIG=/design/flow/config.mk WORK_HOME=/design/flow/orfs finish
==> design/flow/config.mk <==
export PLATFORM = sky130hd
export DESIGN_NAME = mux4
export DESIGN_NICKNAME = mux4
export VERILOG_FILES = /design/flow/design.v
export SDC_FILE = /design/flow/constraint.sdc
export NUM_CORES = 4
export LEC_CHECK = 1
export CORE_AREA = 10 10 70 70
export DIE_AREA = 0 0 80 80
==> design/flow/constraint.sdc <==
current_design mux4

set clk_period 3.3
set clk_io_pct 0.2

create_clock -name clk0 -period $clk_period

set non_clock_inputs [all_inputs -no_clocks]
set_input_delay [expr $clk_period * $clk_io_pct] -clock clk0 $non_clock_inputs
set_output_delay [expr $clk_period * $clk_io_pct] -clock clk0 [all_outputs]
==> run notes <==
Quick summary of the implementation run below.

The worst path required time is 2.64 ns. The XOR/XNOR share of the synthesized area is 0. The final cycle utilization of the critical path is 0.938. The core footprint came out at 3420 um^2. The flow ran to the end, and the final reports show no timing, DRC or antenna violations.

The OpenROAD report gives the critical path a data arrival time of 2.44 ns. The final-report max-slew violation count is 0. The leakage dissipation is 0.000308 uW. The area share of the largest cell type after synthesis came out at 0.563. STA classifies the critical path endpoint as an output pin.

The global placer's final weighted congestion came out at 0.707. The detailed-routing iteration count for the pre-antenna-repair pass came out at 2. The post-synthesis share of cell area spent on and-or and or-and gates is 0. The portion of synthesized area spent on multiplexers is 0.563. Per the post-route antenna check, the number of violating nets is 0. The worst IR drop on VDD is 0.0234 mV. The number of distinct standard cells referenced by the synthesized netlist came out at 5.

The instance area at placement is 808 um^2. The starting density of the core is 0.0938. After synthesis, the cell types taking the most area are mux4_2, dlxtn_1, buf_6, clkbuf_2, conb_1. Of the total synthesized cell area, the portion taken by AND, OR, NAND and NOR gates is 0. The synthesized design contains 0 enable-type register cells. STA classifies the critical path startpoint as an input port. After floorplanning, the core was divided into 21 placement rows.

The half-perimeter wire length after placement is 1250 um. The overall overflow remaining after global route came out at 0. The number of input and output port buffers inserted came out at 42. A synthesized cell averages 16.9 um^2. The commonest register cell is dlxtn_1. The pin count of the biggest net entering global routing is 9. The count of final setup violators is 0. The measured slew at the worst slew-check pin is 0.562 ns. The total power divided by cell area is 101 nW/um^2.

The summed standard-cell area reported by yosys is 320 um^2. The warning count from the yosys run came out at 1. The synthesized flop and latch total is 8. The layout overhead on the synthesized area is 152%.

The synthesized instance count is 19. The worst path in the final design needs a cycle of 3.10 ns, including I/O delays and setup. For this run, the total global-route usage over all layers was measured as 0.0388. Warnings raised by the tools during the run amount to 32.

The worst setup path endpoint is OUT[0]. Grouping non-sequential cells by family puts the most area in multiplexers. The DRC violations left is 0.

The launch point of the critical path was reported as SELECT[0]. Summing all non-filler instances in the final layout gives an area of 807 um^2. The number of antenna violations at the first check in global routing came out at 0. After synthesis, the most frequently instantiated cells are dlxtn_1, mux4_2, buf_6, clkbuf_2, conb_1. The number of inserted diodes came out at 0. The total of max-cap violations came out at 0. The maximum clock rate is 323 MHz.

The post-placement cell count is 112. The via count of the first global-routing pass came out at 385. Looking at area per cell type in the netlist, the leader is mux4_2. In this run, the number of DRC markers left after iteration 0 of detailed routing was 6.

8 endpoints have no timing constraint. The synth_stat.txt file lists the number of cells as 19. The total die size came out at 6400 um^2. The final count of hold timing violations came out at 0. The final wirelength came out at 1280 um. The number of flip-flops in the largest register came out at 8. The number of standard cells in the final layout excluding fillers is 112. The post-detailed-route wirelength per cell is 11.5 um. Setup slack on the worst path after placement came out at -0.138 ns. The global-route wire length before repair came out at 2020 um. The relative max-transition margin is 0.625. The die outline width is 80 um. The cell-mix breakdown from Yosys lists the adder-cell area share as 0.

Detailed routing inserted a total of 332 vias. The floorplan step set the die height to 80 um. The worst setup path is of the in2out kind.

The post-detailed-route via-to-cell ratio came out at 2.96. Looking at the critical path, the highest net fanout was 8. The number of setup buffers added after CTS is 0. The post-cts hold-fix buffer tally is 0.

The fraction of final layout cells with drive strength greater than 1 came out at 0.121. The share of async-settable or async-resettable flops after synthesis is 0. Setup repair after global routing left no endpoint under its margin. The total I/O pin count is 42. The number of register pins that no clock reaches came out at 8. The cell area after synthesis is 320 um^2.

The slack of the critical path is 0.204 ns.
[per-layer routing]
layer | track usage | wire length, um | part of all wire
met5 | 0 | 0 | 0
met4 | 0 | 0 | 0
met3 | 0.00909 | 89 | 0.069
met2 | 0.0811 | 835 | 0.65
met1 | 0.0389 | 359 | 0.28
[through the flow]
step	total power [uW]	utilization	setup TNS (ns)
after floorplan	33.1	-	0
after global placement	83.4	0.237	-0.935
after detailed placement	84.0	0.237	-0.996
after CTS	83.6	0.236	0
after global routing	88.3	0.236	0
final	81.9	0.236	0
[cells in the final DEF, fill, tap and decap left out]
cell / n
dlxtn_1: 8
mux4_2: 8
conb_1: 8
dlygate4sd2_1: 1
clkdlybuf4s50_1: 41
[area by class of cell]
type / count / area (um^2)
fillers: 372 / 2610
repair buffers: 42 / 419
multi-input cells: 16 / 210
flip-flops and latches: 8 / 120
well taps: 46 / 57.6
[critical path, stage by stage]
cell             delay [ns]
dlygate4sd2_1          0.56
mux4_2                 0.58
dlxtn_1                0.24
clkdlybuf4s50_1        0.39
[power breakdown]
group / internal [uW] / switching [uW] / leakage [uW]
logic: 57.1 / 13.0 / 0.000243
registers: 10.6 / 1.15 / 0.0000650
clock network: 0 / 0 / 0
total: 67.7 / 14.1 / 0.000308
[cell families after synthesis]
kind of cell / after synthesis
buffers and inverters: 2
muxes: 8
latches: 8
other: 1
[what timing repair did]
item,4_1_cts,5_1_grt
endpoints found under the hold margin,0,0
gates resized,1,0
endpoints found under the setup margin,8,0
No activity file was given, so power comes from the tool's default toggle rates.
